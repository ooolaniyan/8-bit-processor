### ./run.sh
#!/bin/bash
# OpenROAD 26Q1-2900-gdf79404cd8, Yosys 0.63+post, stock flow scripts
make -C /OpenROAD-flow-scripts/flow DESIGN_CONFIG=/design/flow/config.mk WORK_HOME=/design/flow/orfs finish
### ./config.mk
export PLATFORM = sky130hd
export DESIGN_NAME = GP_register
export DESIGN_NICKNAME = GP_register
export VERILOG_FILES = /design/flow/design.v
export SDC_FILE = /design/flow/constraint.sdc
export NUM_CORES = 4
export LEC_CHECK = 1
export CORE_AREA = 10 10 111 111
export DIE_AREA = 0 0 121 121
### ./constraint.sdc
current_design GP_register

set clk_period 1.5
set clk_io_pct 0.2

create_clock -name clk0 -period $clk_period [get_ports {clk}]

set non_clock_inputs [all_inputs -no_clocks]
set_input_delay [expr $clk_period * $clk_io_pct] -clock clk0 $non_clock_inputs
set_output_delay [expr $clk_period * $clk_io_pct] -clock clk0 [all_outputs]
### ./design.v
`timescale 1ns / 1ps
module GP_register(
    input clk,
    input reset,
    input [1:0] i_write_reg_addr,
    input [1:0] i_read_reg1_addr, 
    input [1:0] i_read_reg2_addr,
    input i_write_enable, 
    input [7:0] i_write_data,
    output [7:0] o_reg1_data,
    output [7:0] o_reg2_data,
    output [7:0] o_GPR2_data
    );
    reg [7:0] Register [3:0]; 
    integer i; 
    assign o_reg1_data = Register[i_read_reg1_addr];
    assign o_reg2_data = Register[i_read_reg2_addr];  
    assign o_GPR2_data = Register[1];   
    always @(posedge clk or posedge reset) begin
        if(reset) begin 
        for( i= 0; i < 4; i = i + 1)
            Register[i] <= 8'b0; 
        end 
        else if (i_write_enable) begin
            Register[i_write_reg_addr] <= i_write_data; 
        end
    end 
endmodule
==> notes.md <==
flow finished, numbers: status finished, violations left, failing checks setup timing, IO Pins 41, Rows 36, grt ovf 0, Worst Setup Slack, final -0.108 ns, DIE AREA 14600 sq um, Bufs and invs on worst path 1, port buffer count 40, Vias/cell 3.81, Max VDD drop 321 uV, leak pwr 1.10 nW, Num CTS Buffers 5, CTS sink count 32, Worst Path Max Fanout 3, Layout Cells excl Fill 305, Worst Setup Start Kind flop, Largest register FFs 32, DR pass1 iterations 4, chip height 121 um, clock slew seen by the registers of the worst setup and hold paths 0.07 ns, Synth Instances 89, Worst Path Arrival 1.31 ns, Setup Skew 0 ns, synth warn 2, max-cap violations 0, RSZ-0062 raised after global routing true, P per Cell Area 1030 nW/um^2, worst hold-check path type primary input to asynchronous set/reset pin, DR WL/cell 14.9 um, CP cell instances mux4_2 -> buf_2, Crit path required time 1.20 ns, number of nets with antenna violations after routing 0, f_max 0.622 GHz, YS chip area 1600 sq um, largest net degree at the start of global routing 33, TritonCTS clock tree done, Core Footprint 9860 sq um, initial antenna violation count 0, Max-slew headroom 82.2%, Cell Area, Synth 1600 sq um, critical path class flop to primary output, drt total wl 4.55 mm, Hold-fix buffers, CTS 0, vias in the first global route 1212, crit share post-route 107%, H-Tree Depth 2, Least-Margin Pin Slew 0.267 ns, Synth cell types 8, family with the most delay on the worst path multiplexers, drt initial violations 42, gp weighted congestion 0.774, fp util 16.2%, die width 121 um, clock root buffer clkbuf_8, Tool Warnings 27, Period minus WS final 1.61 ns, Max clock buf depth 2, Largest Register Register, ys flops 32, via count 1163, Largest regs Register x32, CP max stage delay 0.49 ns, Latency at later pin 0.29 ns, Remaining DRCs 0, share of layout cells above drive strength 1 68.6%, layout overhead on the synthesized area 60.4%, hold slack 0.358 ns, Post-synth seq share 50.2%, fin. max-slew vios 0, critical path endpoint category primary output, first-pass GRT wire length 7.27 mm, Mean Syn Cell Area 17.9 sq um, final setup vio count 17, dpl cells 284, yosys stat cell total 89, Hold Fails Final Rpt 0, Detail Placement HPWL 3.40 mm, Overall Global Routing Usage 6.49%, Critical-path top delay cell mux4_2, diode count 0
[metal layers]
| layer | routed length [um] | share of wire, % | GRT usage [%] |
|---|---|---|---|
| met3 | 609 | 13 | 4.35 |
| met2 | 1960 | 43 | 9.29 |
| met5 | 0 | 0 | 0 |
| met1 | 1950 | 43 | 8.37 |
| met4 | 40 | 0.88 | 0.452 |
[worst reg2reg max path: cells and delay by family, from the launching register on]
family                 cells  cell delay, ns
flip-flops                 1            0.39
buffers and inverters      2            0.26
multiplexers               1            0.25
[cells in the final DEF (no fill, tap or decap), types with 2 or more instances in the layout]
cell type,synthesis,layout
mux2_2,32,32
nand3b_2,2,2
buf_4,0,21
mux4_2,16,16
buf_2,4,19
buf_6,0,11
dlygate4sd2_1,0,5
clkbuf_8,0,6
dfrtp_1,32,32
clkdlybuf4s50_1,0,13
buf_12,0,7
[what timing repair did]
item	4_1_cts	5_1_grt
gates resized	80	2
gates cloned	0	0
setup endpoints to repair	24	19
buffers inserted	10	3
[cell families after synthesis]
family,count (synthesis),synth area share (%)
AND/OR/NAND/NOR,4,3.21
multiplexers,48,45.1
flip-flops,32,50.2
buffers and inverters,5,1.49
[path summary, 6_finish.rpt]
check	startpoint	endpoint	slack, ns	cells after the start
setup / recovery	Register[1][1]$_DFFE_PP0P_	o_reg1_data[1]	-0.11	2
setup reg to reg	Register[1][0]$_DFFE_PP0P_	Register[1][0]$_DFFE_PP0P_	0.49	3
min in group clk0	Register[3][0]$_DFFE_PP0P_	Register[3][0]$_DFFE_PP0P_	0.53	1
max in group asynchronous	reset	Register[3][1]$_DFFE_PP0P_	0.96	3
hold reg to reg	Register[3][0]$_DFFE_PP0P_	Register[3][0]$_DFFE_PP0P_	0.53	1
hold / removal	reset	Register[1][5]$_DFFE_PP0P_	0.36	3
[power by group]
group	internal (mW)	switching (mW)	total, mW	leakage (nW)
clock network	0.373	0.332	0.704	0.0445
registers	1.03	0.112	1.14	0.379
logic	0.573	0.225	0.798	0.674
[synth_stat cells]
library cell / instances / area, sq um
buf_2: 4 / 20.0
dfrtp_1: 32 / 801
inv_1: 1 / 3.75
mux2_2: 32 / 360
mux4_2: 16 / 360
nand3_2: 1 / 10.0
nand3b_2: 2 / 22.5
nor3b_4: 1 / 18.8
[layout make-up]
| type | count | area [sq um] |
|---|---|---|
| Multi-Input combinational cell | 52 | 772 |
| Sequential cell | 32 | 801 |
| Clock buffer | 7 | 86.3 |
| Tap cell | 133 | 166 |
| Fill cell | 996 | 7300 |
| Timing Repair Buffer | 79 | 724 |
| Inverter | 1 | 3.75 |
| Clock inverter | 1 | 7.51 |
[per-stage QoR]
stage               power, mW  area [sq um]  TNS, ns  util, %  setup WS, ns
global placement         2.02          2410   -16.90     24.5        -0.720
finish                   2.64          2560    -1.42     26.0        -0.108
floorplan                1.46          1600        0        -         0.215
global route             2.81          2560    -2.41     26.0        -0.174
detailed placement       2.04          2410   -17.11     24.5        -0.719
CTS                      2.65          2530    -1.68     25.7        -0.112
Power figures rest on the tool's default switching activity, not on a simulated workload.
