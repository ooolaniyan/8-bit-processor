**flow/config.mk**
```make
export PLATFORM = sky130hd
export DESIGN_NAME = ALU
export DESIGN_NICKNAME = ALU
export VERILOG_FILES = /design/flow/design.v
export SDC_FILE = /design/flow/constraint.sdc
export NUM_CORES = 4
export LEC_CHECK = 1
export CORE_UTILIZATION = 40
```
**flow/constraint.sdc**
```tcl
current_design ALU

set clk_period 7.6
set clk_io_pct 0.2

create_clock -name clk0 -period $clk_period

set non_clock_inputs [all_inputs -no_clocks]
set_input_delay [expr $clk_period * $clk_io_pct] -clock clk0 $non_clock_inputs
set_output_delay [expr $clk_period * $clk_io_pct] -clock clk0 [all_outputs]
```
**flow/design.v**
```verilog
`timescale 1ns / 1ps
module ALU(
input [3:0] i_opcode, i_reserved, 
input [1:0] i_reg0_addr, i_reg1_addr, i_reg2_addr,
input [7:0] i_operand0, i_operand1, i_GPR2_data, 
output reg [1:0] o_ALU_regdest,
output reg [7:0] o_results, 
output reg [7:0] o_st_data,
output reg o_flag, o_mem_write, o_mem_read,o_reg_write, o_hlt, o_branch_taken, o_jmp
    );
    localparam NOP = 4'b0000; 
    localparam ADD = 4'b0001; 
    localparam SUB = 4'b0010; 
    localparam LDI = 4'b0011; 
    localparam AND = 4'b0100; 
    localparam OR = 4'b0101; 
    localparam XOR = 4'b0110; 
    localparam NOT = 4'b0111; 
    localparam SLL = 4'b1000; 
    localparam SRL = 4'b1001; 
    localparam LDM = 4'b1010; 
    localparam ST = 4'b1011;
    localparam JMP = 4'b1100; 
    localparam BEQ = 4'b1101; 
    localparam BENQ = 4'b1110; 
    localparam HLT = 4'b1111; 
    reg [8:0] temp; 
    always @(*) begin 
        o_ALU_regdest = i_reg0_addr; 
        o_results = 8'b0; 
        o_flag = 1'b0;
        o_mem_write = 1'b0;
        o_mem_read = 1'b0;
        o_reg_write = 1'b0;
        o_hlt = 1'b0;
        o_branch_taken = 1'b0;
        o_jmp = 1'b0;
        o_st_data = 8'b0; 
        case(i_opcode)
            ADD: begin
                o_results = i_operand0 + i_operand1;
                o_reg_write = 1'b1;
                if(o_results < i_operand0) 
                    o_flag = 1'b1;
            end
            SUB: begin 
                o_results = i_operand0 - i_operand1;
                o_reg_write = 1'b1;
                temp = {1'b0, i_operand0} - {1'b0, i_operand1}; 
                o_flag = ~temp[8]; 
            end
            NOP: begin
                o_reg_write = 1'b0; 
            end
            AND: begin
                o_results = i_operand0 & i_operand1; 
                o_reg_write = 1'b1; 
            end
            OR:begin
                o_results = i_operand0 | i_operand1;
                o_reg_write = 1'b1;
            end
            XOR: begin 
                o_results = i_operand0 ^ i_operand1; 
                o_reg_write = 1'b1;
            end 
            NOT: begin
                o_results = ~i_operand0; 
                o_reg_write = 1'b1;                
            end
            SLL: begin 
                o_results = i_operand0 << i_operand1; 
                o_reg_write = 1'b1;
            end
            SRL: begin 
                o_results = i_operand0 >> i_operand1; 
                o_reg_write = 1'b1;
            end
            LDI: begin
                o_results = {i_reg1_addr,i_reg2_addr,i_reserved};   
                o_reg_write = 1'b1;
            end
            LDM: begin
                o_results = i_operand0 + {4'b0, i_reserved};        
                o_mem_read = 1'b1; 
                o_reg_write = 1'b1;
            end
            ST: begin
                o_results = i_operand0 + {4'b0, i_reserved};        
                o_mem_write = 1'b1;
                o_st_data = i_operand1;                                
            end
            JMP: begin
                o_results = i_operand0;                         
                o_jmp = 1'b1;
            end
            BEQ: begin
                if( i_operand0 == i_operand1) begin
                    o_branch_taken = 1'b1; 
                    o_results = i_GPR2_data + {4'b0, i_reserved};       
                    end
            end
            BENQ: begin
                if(i_operand0 != i_operand1) begin 
                    o_branch_taken = 1'b1;  
                    o_results = i_GPR2_data + {4'b0, i_reserved};       
                end
            end
            HLT: begin 
            o_hlt = 1'b1; 
            end
        endcase 
    end
endmodule
```
**flow/run.sh**
```bash
#!/bin/bash
# OpenROAD 26Q1-2900-gdf79404cd8, Yosys 0.63+post, stock flow scripts
make -C /OpenROAD-flow-scripts/flow DESIGN_CONFIG=/design/flow/config.mk WORK_HOME=/design/flow/orfs finish
```
==> Changelog: implementation <==
## Implementation

- Overall Power: 231 uW
- N_diodes: 0
- Max Freq: 149 MHz
- Hold_ws: 3040 ps
- Setup TNS: 0 ps
- Mapped Cells: 387
- Clock buffer cells: 0
- Slowest-stage cell, CP: clkdlybuf4s50_1
- Avg Cell Area, Syn: 7.00 um^2
- Leakage power: 1.42 nW
- Fin area: 3370 um^2
- Hpwl dp: 8360 um
- Vias in the first global route: 3099
- Flops: 0
- VDD IR-drop max: 0.0326 mV
- Synth top area cells: ha_1, mux2i_1, a21oi_1
- CP max FO: 12
- DR vias/cell: 6.30
- Reg area: 0 um^2
- Core area: 6460 um^2
- Critical-path cell list: clkdlybuf4s50_1 -> inv_1 -> ha_1 -> a21o_1 -> a21oi_1 -> o211ai_1 -> o31ai_1 -> xnor2_1 -> ha_1 -> a211o_1 -> o21bai_1 -> clkdlybuf4s50_1
- Crit Path Category: input port to output port
- Postcts setup bufs: 0
- Mapped Area: 2710 um^2
- Yosys chip area: 2710 um^2
- Log Warnings: 49
- Antenna violations before repair: 0
- Chip width: 84.3 um
- Synth Warn #: 1
- Final setup violation count: 0
- Antenna-violating nets left: 0
- DRT iter0 DRCs: 216
- CTS Hold Bufs: 0
- DP Cell Count: 510
- Largest net degree at the start of global routing: 26
- GP Congestion: 0.971
- Synth unique cells: 54
- Final Slew Violations: 0
- Most frequent cells in the layout: clkdlybuf4s50_1, ha_1, nor2_1
- Commonest Layout Cell: clkdlybuf4s50_1
- Crit path DAT: 5200 ps
- Final Cycle Share: 88.4%
- Max cap viols: 0
- Share of layout cells above drive strength 1: 4.85%
- Headroom to the max-slew limit: 43.0%
- Via count: 3213
- IO Port Bufs: 59
- Pwr per Cell Area: 68.6 nW/um^2
- Final hold viol count: 0
- CP Capture Point: o_flag
- Setup crit end kind: output port
- DRC viols: 0
- Post_cts resized: 0
- First-pass GRT wire length: 17000 um
- Worst Path Required: 6080 ps
- Register share after synthesis: 0%
- DP Area: 3370 um^2
- Top cell type's share of synthesized area: 20.3%
- WL final: 10800 um
- Area of the die: 7100 um^2
- Drt first pass iters: 23
- RSZ-0062 raised after global routing: no
- Synth area leader: ha_1
- CP startpoint: i_operand0[1]
- Min Tclk post-route: 6720 ps
- Die Ht: 84.3 um
- # Cells Yosys: 387
- Slew @ Worst Pin: 855 ps
- Worst min-delay path class: input port to output port
- Area Growth Syn to Fin: 24.3%
- Total gr overflow: 0
- GRT Util Overall: 31.5%
- IO Pins: 63
- Pre-Place Util: 41.9%
- FP Rows: 29
- Outcome: finished clean
- CP Launch Type: input port
- Non-filler cells in the finished layout: 510
- Crit path largest cell delay: 840 ps
- DR WL/cell: 21.1 um
## critical path, delay by kind of cell
| family | cells | cell delay (ps) |
|---|---|---|
| adder cells (fa/ha/maj) | 2 | 700 |
| AND-OR/OR-AND | 6 | 1280 |
| XOR/XNOR | 1 | 220 |
| buffers and inverters | 3 | 1480 |
## layer usage
layer  global-route usage (%)  up-vias  wire length (um)
met2                     49.3      179              4640
met1                     44.2     1462              4750
met3                     4.68       44               909
met4                     12.2        0               473
met5                        0        -                 0
li1                         -     1528                 -
## where the power goes
part | internal [mW] | leakage [nW] | switching [mW] | total [mW]
logic | 0.107 | 1.42 | 0.124 | 0.231
registers | 0 | 0 | 0 | 0
clock network | 0 | 0 | 0 | 0
## cells in the mapped netlist, types with 3 or more instances
library cell / count
inv_1: 27
a2111oi_0: 4
mux2i_1: 18
nor3_1: 18
xnor2_1: 13
o21bai_1: 5
mux4_2: 4
o22ai_1: 7
o21ai_0: 17
a21o_1: 6
o211ai_1: 6
a221oi_1: 3
a21oi_1: 26
a22oi_1: 8
nor2b_1: 11
fa_1: 3
xor2_1: 3
a31oi_1: 8
ha_1: 44
nand2b_1: 11
and3_1: 4
o21a_1: 3
o2111ai_1: 3
buf_2: 4
nor2_1: 33
nand2_1: 32
nand3_1: 10
clkbuf_1: 14
## per-stage QoR
stage	utilization, %	setup WS, ps
after CTS	52.2	884
final	52.2	883
after floorplan	-	2130
after global placement	52.2	955
after global routing	52.2	638
after detailed placement	52.2	904
## worst min-delay path by stage
stage,start,end,slack [ps],cells past startpoint
final,i_reg0_addr[0],o_ALU_regdest[0],3040,0
after global routing,i_reg0_addr[0],o_ALU_regdest[0],3040,0
after CTS,i_reg0_addr[0],o_ALU_regdest[0],3040,0
## cell families after synthesis
family,share of synthesized area [%]
AND/OR/NAND/NOR,23.6
AND-OR/OR-AND,29.6
buffers and inverters,7.53
adder cells (fa/ha/maj),22.5
multiplexers,10.8
XOR/XNOR,6.00
## final cells by class
type                       instances  area, um^2
fill                             638        3090
inverter                          29         109
multi-input combinational        336        2500
tap                               77        96.3
timing repair buffer              68         658
No activity file was given, so power comes from the tool's default toggle rates.
